==> memfile_data.hex <==
00000000
00000000
00000000
00000000
00000000
00000000
00000000
00000000
00000000
00000000
00000000
00000000
00000000
00000000
00000000
00000000
00000000
00000000
00000000
00000000
00000000
00000000
00000000
00000000
00000000
00000000
00000000
00000000
00000000
00000000
00000000
00000000
00000000
00000000
00000000
00000000
00000000
00000000
00000000
00000000
00000000
00000000
00000000
00000000
00000000
00000000
00000000
00000000
00000000
00000000
00000000
00000000
00000000
00000000
00000000
00000000
00000000
00000000
00000000
00000000
00000000
00000000
00000000
00000000
==> memfile_inst.hex <==
20010002
20020003
2003fff8
2004022b
0062202a
20250006
201f000c
00223004
00813806
00614007
7c430810
00401820
00821022
7c430910
00621824
00442025
0043202a
20040002
01400008
00000000
00000000
00000000
00000000
00000000
00000000
00000000
00000000
00000000
00000000
00000000
00000000
00000000
00000000
00000000
00000000
00000000
00000000
00000000
00000000
00000000
00000000
00000000
00000000
00000000
00000000
00000000
00000000
00000000
00000000
00000000
00000000
00000000
00000000
00000000
00000000
00000000
00000000
00000000
00000000
00000000
00000000
00000000
00000000
00000000


==> constraint.sdc <==
current_design mux_4_1

set clk_period 1.1
set clk_io_pct 0.2

create_clock -name clk0 -period $clk_period

set non_clock_inputs [all_inputs -no_clocks]
set_input_delay [expr $clk_period * $clk_io_pct] -clock clk0 $non_clock_inputs
set_output_delay [expr $clk_period * $clk_io_pct] -clock clk0 [all_outputs]
==> run.sh <==
#!/bin/bash
# OpenROAD 26Q1-2900-gdf79404cd8, Yosys 0.63+post, stock flow scripts
make -C /OpenROAD-flow-scripts/flow DESIGN_CONFIG=/design/flow/config.mk WORK_HOME=/design/flow/orfs finish
==> design.v <==
module processor( input         clk, reset,
                  output [31:0] PC,
                  input  [31:0] instruction,
                  output        WE,
                  output [31:0] address_to_mem,
                  output [31:0] data_to_mem,
                  input  [31:0] data_from_mem
                );	
	wire [31:0] ALUout,rd2,PChere;
	assign PC = PChere;
	assign address_to_mem = ALUout;
	assign data_to_mem = rd2;
	wire PCSrcJal,PCSrcJr,PCSrcJ,RegWrite,MemToReg,ALUSrc,RegDst,Branch;
	wire [1:0] ALUOp;
	wire [31:0] rd1;
	wire [31:0] signImm;
	wire [3:0] ALUControl;
	wire [4:0] A3,WriteReg;
	wire [31:0] SrcB;
	wire zero;
	wire [31:0] PCPlus4;
	reg [31:0] PCnext;
	wire [31:0] WD3,results;
	wire [31:0] signImmx4;
	wire [31:0] PCBranch,PCJal,PCJr,PCj;
	wire PCSrcBeq;
	main_decoder control1(instruction[31:26],ALUOp,PCSrcJal,PCSrcJr,PCSrcJ,RegWrite,MemToReg,WE,ALUSrc,RegDst,Branch);
	ALUOpDecoder control2(ALUOp,instruction[5:0],instruction[10:6],ALUControl);	
	mux_2_1b mux1(instruction[20:16],instruction[15:11],RegDst,WriteReg);
	register_file rf(clk,RegWrite,A3,WD3,instruction[25:21],rd1,instruction[20:16],rd2);
	sign_ext sign(instruction[15:0],signImm);
	mux_2_1 mux2(rd2,signImm,ALUSrc,SrcB);
	alu alucomp(rd1,SrcB,ALUControl,ALUout,zero);
	mux_2_1 mux3(ALUout,data_from_mem,MemToReg,results);
	assign PCPlus4 = PChere + 4;
	mux_2_1b mux4(WriteReg,5'd31,PCSrcJal,A3);
	mux_2_1 mux5(results,PCPlus4,PCSrcJal,WD3);
	shift_left_2 sll(signImm,signImmx4);
	assign PCBranch = PCPlus4 + signImmx4;
	assign PCSrcBeq = Branch & zero;
	assign PCJal = {PCPlus4[31:28],instruction[25:0],2'b00};
	assign PCJr = rd1;
	assign PCj = {PCPlus4[31:28],instruction[25:0],2'b00};
	always@(*)
	begin
	if(PCSrcBeq)
		PCnext = PCBranch;
		else if(PCSrcJal)
			PCnext = PCJal;
			else if(PCSrcJr)
				PCnext = PCJr;
				else if(PCSrcJ)
					PCnext = PCj;
					else
						PCnext = PCPlus4;
	end
	register regcom(clk,reset,PCnext,PChere); 
endmodule
module main_decoder( 
		input[5:0] opcode, 
		output reg[1:0] ALUOp,
        output reg PCSrcJal,
		output reg PCSrcJr,
		output reg PCSrcJ,
		output reg RegWrite,
		output reg MemToReg,
		output reg MemWrite,
		output reg ALUSrc,
		output reg RegDst,
		output reg Branch                      
   );  
	always @(*)  
	begin  
		case(opcode)   
		6'b000000: begin  
            RegWrite = 1'b1;  
            RegDst = 1'b1;  
            ALUSrc = 1'b0;  
            ALUOp = 2'b10; 
			Branch = 1'b0;  
			MemWrite = 1'b0;  
			MemToReg = 1'b0; 
			PCSrcJal = 1'b0;  
			PCSrcJr = 1'b0;
			PCSrcJ = 1'b0;
			end  
		6'b100011: begin  
            RegWrite = 1'b1;  
            RegDst = 1'b0;  
            ALUSrc = 1'b1;  
            ALUOp = 2'b00; 
			Branch = 1'b0;  
			MemWrite = 1'b0;  
			MemToReg = 1'b1; 
			PCSrcJal = 1'b0;  
			PCSrcJr = 1'b0;
			PCSrcJ = 1'b0;
            end  
        6'b101011: begin  
            RegWrite = 1'b0;  
            RegDst = 1'b?;  
            ALUSrc = 1'b1;  
            ALUOp = 2'b00; 
			Branch = 1'b0;  
			MemWrite = 1'b1;  
			MemToReg = 1'b?; 
			PCSrcJal = 1'b0;  
			PCSrcJr = 1'b0;
			PCSrcJ = 1'b0;			
			end
        6'b000100: begin  
            RegWrite = 1'b0;  
            RegDst = 1'b?;  
            ALUSrc = 1'b0;  
            ALUOp = 2'b01; 
			Branch = 1'b1;  
			MemWrite = 1'b0;  
			MemToReg = 1'b?; 
			PCSrcJal = 1'b0;  
			PCSrcJr = 1'b0;
			PCSrcJ = 1'b0;
			end 
        6'b001000: begin  
            RegWrite = 1'b1;  
            RegDst = 1'b0;  
            ALUSrc = 1'b1;  
            ALUOp = 2'b00; 
			Branch = 1'b0;  
			MemWrite = 1'b0;  
			MemToReg = 1'b0; 
			PCSrcJal = 1'b0;  
			PCSrcJr = 1'b0;
			PCSrcJ = 1'b0;
			end 
        6'b000011: begin  
            RegWrite = 1'b1;  
            RegDst = 1'b?;  
            ALUSrc = 1'b?;  
            ALUOp = 2'b??; 
			Branch = 1'b?;  
			MemWrite = 1'b0;  
			MemToReg = 1'b?; 
			PCSrcJal = 1'b1;  
			PCSrcJr = 1'b0;
			PCSrcJ = 1'b0;
			end  
        6'b000111: begin  
            RegWrite = 1'b0;  
            RegDst = 1'b?;  
            ALUSrc = 1'b?;  
            ALUOp = 2'b??; 
			Branch = 1'b?;  
			MemWrite = 1'b0;  
			MemToReg = 1'b?; 
			PCSrcJal = 1'b0;  
			PCSrcJr = 1'b1;
			PCSrcJ = 1'b0;			
			end    
		6'b000010: begin  
            RegWrite = 1'b0;  
            RegDst = 1'b?;  
            ALUSrc = 1'b?;  
            ALUOp = 2'b??; 
			Branch = 1'b?;  
			MemWrite = 1'b0;  
			MemToReg = 1'b?; 
			PCSrcJal = 1'b0;  
			PCSrcJr = 1'b0;
			PCSrcJ = 1'b1;
			end    
        6'b011111: begin  
            RegWrite = 1'b1;  
            RegDst = 1'b1;  
            ALUSrc = 1'b0;  
            ALUOp = 2'b11; 
			Branch = 1'b0;  
			MemWrite = 1'b0;  
			MemToReg = 1'b0; 
			PCSrcJal = 1'b0;  
			PCSrcJr = 1'b0; 
			PCSrcJ = 1'b0;
			end   
		endcase  
    end  
 endmodule   
 module ALUOpDecoder( 
		input[1:0] ALUOp,
		input[5:0] funct,
        input[4:0] shamt,
		output reg [3:0] ALUControl  
		);
	wire [12:0] ALUControlIn;
	assign ALUControlIn = {ALUOp,funct,shamt};  
	always @(ALUControlIn)  
	casex (ALUControlIn)  
		13'b00xxxxxxxxxxx: ALUControl = 4'b0010;  
		13'b01xxxxxxxxxxx: ALUControl = 4'b0110;  
		13'b10100000xxxxx: ALUControl = 4'b0010;  
		13'b10100010xxxxx: ALUControl = 4'b0110;  
		13'b10100100xxxxx: ALUControl = 4'b0000;  
		13'b10100101xxxxx: ALUControl = 4'b0001;  
		13'b10101010xxxxx: ALUControl = 4'b0111;  
		13'b1101000000000: ALUControl = 4'b1000;  
		13'b1101000000100: ALUControl = 4'b1001;  
		13'b10000100xxxxx: ALUControl = 4'b0011;  
		13'b10000110xxxxx: ALUControl = 4'b0100;  
		13'b10000111xxxxx: ALUControl = 4'b0101;  
		default: ALUControl = 4'b0000;  
	endcase  
 endmodule  
module sign_ext(input [15:0] unextend,
                output [31:0] extended);				
assign extended = {{16{unextend[15]}}, unextend};
endmodule
module alu(input signed [31:0] SrcA,SrcB,   
           input [3:0] ALUControl, 
           output signed [31:0] ALUResult,  
           output Zero  
    );
    reg signed [31:0] ALU_out;
    reg z;
    assign ALUResult = ALU_out;  
    assign Zero = z;  
	wire [7:0] res1, res2, res3, res4;
	satsum sat1(SrcA[31:24], SrcB[31:24], res1);
	satsum sat2(SrcA[23:16], SrcB[23:16], res2);
	satsum sat3(SrcA[15:8], SrcB[15:8], res3);
	satsum sat4(SrcA[7:0], SrcB[7:0], res4);
    always @(*)
    begin
        case(ALUControl)
			4'b0010:  
				ALU_out = SrcA + SrcB ; 
			4'b0110:  
				ALU_out = SrcA - SrcB ;
			4'b0000:  
				ALU_out = SrcA & SrcB;
			4'b0001:  
				ALU_out = SrcA | SrcB;
			4'b0011:  
				ALU_out = SrcA << SrcB;
			4'b0100:  
				ALU_out = SrcA >> SrcB;
			4'b0101:  
				ALU_out = SrcA >>> SrcB;
			4'b0111:  
				ALU_out = SrcA < SrcB?1:0;
			4'b1000:  
				begin
					ALU_out[31:24] = SrcA[31:24] + SrcB[31:24];
					ALU_out[23:16] = SrcA[23:16] + SrcB[23:16];
					ALU_out[15:8] = SrcA[15:8] + SrcB[15:8];
					ALU_out[7:0] = SrcA[7:0] + SrcB[7:0];
				end
			4'b1001:  
				begin 
					ALU_out[31:24] = res1;
					ALU_out[23:16] = res2;
					ALU_out[15:8] = res3;
					ALU_out[7:0] = res4;
				end
			default:
                ALU_out = 0; 
        endcase
		case (ALU_out)
            32'b0:
				z = 1;
            default:
                z = 0;
        endcase;
    end
endmodule
module satsum(input [7:0] a, b,
			  output reg [7:0] result);
	wire [8:0] tmp;
	assign tmp = {1'b0,a} + {1'b0,b};
	always @(*)
	begin
	if (tmp > 255)
		result = 255;
	else
		result = tmp;
	end
endmodule
module register_file(
	input clk,  
    input WE3,          
    input [4:0] A3,     
    input [31:0] WD3,   
    input [4:0] A1,     
    output [31:0] RD1,  
    input [4:0] A2,     
    output [31:0] RD2   
 );  
    reg [31:0] reg_array [63:0];  
    always @(posedge clk) 
		begin  	 
			if(WE3) begin  
				reg_array[A3] <= WD3;  
			end    
		end 
    assign RD1 = ( A1 == 0)? 31'b0 : reg_array[A1];  
    assign RD2 = ( A2 == 0)? 31'b0 : reg_array[A2];
endmodule  
module register(input clk, reset,
			    input [31:0] data_in,
			    output reg [31:0] data_out);
	always @(posedge clk) begin
		if(reset == 1'b0)
			data_out <= data_in;
		else
			data_out <= 00000000000000000000000000000000;
	end
endmodule
module mux_2_1(input [31:0] d0, d1,
	       input select,
	       output reg [31:0] y);
   always @(*)
	if(select) 
	   y = d1;
	else 
	   y = d0;
endmodule
module mux_2_1b(input [4:0] d0, d1,
	       input select,
	       output reg [4:0] y);
   always @(*)
	if(select) 
	   y = d1;
	else 
	   y = d0;
endmodule
module mux_4_1(input [31:0] d0, d1, d2, d3,
	       input [1:0] select,
	       output [31:0] y);
 wire [31:0] w1, w2;
 mux_2_1 mux1(d0,d1,select[0],w1); 
 mux_2_1 mux2(d2,d3,select[0],w2); 
 mux_2_1 mux3(w1,w2,select[1],y);
endmodule
module shift_left_2(input [31:0] x,
			   output reg [31:0] y);
   always @(*)
	y = x << 2;
endmodule
module top(input         clk, reset,
		   output [31:0] data_to_mem, address_to_mem,
		   output        write_enable);
	wire [31:0] pc, instruction, data_from_mem;
	inst_mem  imem(pc[7:2], instruction);
	data_mem  dmem(clk, write_enable, address_to_mem, data_to_mem, data_from_mem);
	processor CPU(clk, reset, pc, instruction, write_enable, address_to_mem, data_to_mem, data_from_mem);
endmodule
module data_mem (input clk, we,
		 input  [31:0] address, wd,
		 output [31:0] rd);
	reg [31:0] RAM[63:0];
	initial begin
		$readmemh ("memfile_data.hex",RAM,0,63);
	end
	assign rd=RAM[address[31:2]];  
	always @ (posedge clk)
		if (we)
			RAM[address[31:2]]<=wd;
endmodule
module inst_mem (input  [5:0]  address,
		 output [31:0] rd);
	reg [31:0] RAM[63:0];
	initial begin
		$readmemh ("memfile_inst.hex",RAM,0,63);
	end
	assign rd=RAM[address];  
endmodule
==> config.mk <==
export PLATFORM = sky130hd
export DESIGN_NAME = mux_4_1
export DESIGN_NICKNAME = mux_4_1
export VERILOG_FILES = /design/flow/design.v
export SDC_FILE = /design/flow/constraint.sdc
export NUM_CORES = 4
export LEC_CHECK = 1
export CORE_AREA = 10 10 95 95
export DIE_AREA = 0 0 105 105
==> impl_metrics.env <==
# source this file to load flow results
export IMPL_yosysMostFrequentCell="mux4_2"
export IMPL_swShare=0.265
export IMPL_ys_top_cells_by_area="mux4_2, buf_12, mux4_1, buf_2, buf_6"
export IMPL_cts_setup_buffers=0
export IMPL_dieHeight_um=105
export IMPL_peakVddDrop_v=0.000153
export IMPL_fillers=764
export IMPL_cp_data_arrival_time_ps=1140
export IMPL_power_density_nw_per_um2=330
export IMPL_violations="setup timing"
export IMPL_netlist_instances=39
export IMPL_synth_cell_types=5
export IMPL_power_switching_uw=209
export IMPL_ioPinCount=162
export IMPL_die_w_um=105
export IMPL_use_met2=0.172
export IMPL_fp_util=0.118
export IMPL_hold_viol=0
export IMPL_fin_cells=302
export IMPL_internal_power_uw=578
export IMPL_required_ps=880
export IMPL_largest_area_cell="mux4_2"
export IMPL_rsz0062_at_grt="true"
export IMPL_seqPwrFrac=0
export IMPL_drt_total_wl_mm=6.53
export IMPL_clockPowerShare=0
export IMPL_num_vias=1215
export IMPL_min_period_ps=1360
export IMPL_dp_cells=295
export IMPL_area_growth_pct=192
export IMPL_grt_ovfl_total=0
export IMPL_firstDrtPassIters=4
export IMPL_logic_area_um2=721
export IMPL_ys_cells=39
export IMPL_grt_pass1_wl_mm=9.36
export IMPL_syn_area_um2=815
export IMPL_port_buffers=162
export IMPL_antenna_found_initial=2
export IMPL_drt_iter0_drc=14
export IMPL_min_delay_path_class="input pin to output port"
export IMPL_yosysTopAreaCellShare=0.829
export IMPL_cp_max_fo=7
export IMPL_clkbuf_count=0
export IMPL_vias_per_cell=4.02
export IMPL_common_cells="mux4_2, buf_12, buf_2"
export IMPL_comb_power_share=1.000
export IMPL_rows=30
export IMPL_max_slew_margin=0.888
export IMPL_crit_type="input pin to output port"
export IMPL_drc=0
export IMPL_use_met3=0.0739
export IMPL_wl_per_cell_um=21.6
export IMPL_grt_pass1_vias=1504
export IMPL_synth_area_per_cell_um2=20.9
export IMPL_p_leak_nw=1.12
export IMPL_fin_ws_ps=-257
export IMPL_final_seq_area_um2=0
export IMPL_end_kind="output port"
export IMPL_drtAntennaViolNets=0
export IMPL_top_usage_layer="met2"
export IMPL_core_um2=6910
export IMPL_crit_path_start_kind="input pin"
export IMPL_synth_area_yosys_um2=815
export IMPL_status="finished, violations left"
export IMPL_track_usage=0.111
export IMPL_ys_seq_frac=0
export IMPL_chip_area_um2=11000
export IMPL_drive_above_1_share=0.373
export IMPL_ys_warn_count=20
export IMPL_place_worst_setup_slack_ps=-873
export IMPL_fin_crit_sh=1.23
export IMPL_ff_count=0
export IMPL_final_core_util=0.345
export IMPL_grt_start_max_net_pins=14
export IMPL_place_congestion=0.787
export IMPL_use_met1=0.136
export IMPL_maxCapViolCount=0
export IMPL_clock_fmax_mhz=737
export IMPL_worst_slew_pin_slew_ps=168
export IMPL_setup_viol=32
export IMPL_warning_count=35
export IMPL_slew_viol_final=0
-- stage by stage --
step | instance area [µm²] | hold slack (ps) | TNS (ps) | total power, mW
final | 2380 | 918 | -7370 | 0.787
after global placement | 2530 | 1400 | -26150 | 0.992
after detailed placement | 2530 | 1400 | -26120 | 0.990
after CTS | 2340 | 924 | -7740 | 0.792
after global routing | 2380 | 935 | -8530 | 0.856
after floorplan | 823 | 526 | -949 | 0.261
-- path summary, 6_finish.rpt --
path | to | slack (ps) | from | cells after the start
worst max-delay path | y[31] | -260 | select[0] | 4
worst min-delay path | y[9] | 920 | d0[9] | 3
-- logic make-up (layout without fill, tap and decap cells) --
logic type,after synthesis,after routing,synth area share
buffers and inverters,7,172,0.106
other,0,2,0
muxes,32,32,0.894
-- power by group through the flow --
stage           clock, mW  combinational (mW)  sequential, mW
CTS                     0               0.792               0
global route  0.000000121               0.856               0
finish        0.000000243               0.787               0
-- layout make-up --
cell class / instances / share of cell area
Timing Repair Buffer: 172 / 0.645
Multi-Input combinational cell: 32 / 0.303
Tap cell: 96 / 0.0504
Antenna cell: 2 / 0.00210
-- routing by layer --
metal  vias to the layer above  part of all wire
met5                         -                 0
met4                         0            0.0035
met3                         2              0.16
met2                       123              0.44
met1                       549              0.40
li1                        541                 -
-- layout by cell type (no fill, tap or decap), drive strengths merged --
master	netlist	final
buf	7	43
clkbuf	0	1
diode	0	2
dlygate4sd2	0	128
mux4	32	32
-- what timing repair did --
action                                  in CTS  in global routing
endpoints found under the setup margin      32                 32
hold buffers                                 0                  0
resized                                    247                  1
cloned                                       4                  1
-- critical path: stages --
cell and delay [ps]:
buf_16 130, buf_4 140, mux4_2 510, buf_6 130
No activity file was given, so power comes from the tool's default toggle rates.
